File: config.mk
export PLATFORM = sky130hd
export DESIGN_NAME = top
export DESIGN_NICKNAME = top
export VERILOG_FILES = /design/flow/design.v
export SDC_FILE = /design/flow/constraint.sdc
export NUM_CORES = 4
export LEC_CHECK = 1
export CORE_UTILIZATION = 30
File: constraint.sdc
current_design top

set clk_period 4.3
set clk_io_pct 0.2

create_clock -name clk0 -period $clk_period [get_ports {CLOCK_50}]

set non_clock_inputs [all_inputs -no_clocks]
set_input_delay [expr $clk_period * $clk_io_pct] -clock clk0 $non_clock_inputs
set_output_delay [expr $clk_period * $clk_io_pct] -clock clk0 [all_outputs]
File: design.v
`timescale 1ns / 1ps
`timescale 1ns / 1ps
module pixel_generation(
    input video_on,
    input [9:0] x, y,
    output reg [11:0] rgb
    );
    parameter RED    = 12'h00F;
    parameter GREEN  = 12'h0F0;
    parameter BLUE   = 12'hF00;
    parameter YELLOW = 12'h0FF;      
    parameter AQUA   = 12'hFF0;      
    parameter VIOLET = 12'hF0F;      
    parameter WHITE  = 12'hFFF;      
    parameter BLACK  = 12'h000;      
    parameter GRAY   = 12'hAAA;      
    wire u_white_on, u_yellow_on, u_aqua_on, u_green_on, u_violet_on, u_red_on, u_blue_on;
    wire l_blue_on, l_black1_on, l_violet_on, l_gray_on, l_aqua_on, l_black2_on, l_white_on;
    assign u_white_on  = ((x >= 0)   && (x < 91)   &&  (y >= 0) && (y < 412));
    assign u_yellow_on = ((x >= 91)  && (x < 182)  &&  (y >= 0) && (y < 412));
    assign u_aqua_on   = ((x >= 182) && (x < 273)  &&  (y >= 0) && (y < 412));
    assign u_green_on  = ((x >= 273) && (x < 364)  &&  (y >= 0) && (y < 412));
    assign u_violet_on = ((x >= 364) && (x < 455)  &&  (y >= 0) && (y < 412));
    assign u_red_on    = ((x >= 455) && (x < 546)  &&  (y >= 0) && (y < 412));
    assign u_blue_on   = ((x >= 546) && (x < 640)  &&  (y >= 0) && (y < 412));
    assign l_blue_on   = ((x >= 0)   && (x < 91)   &&  (y >= 412) && (y < 480));
    assign l_black1_on = ((x >= 91)  && (x < 182)  &&  (y >= 412) && (y < 480));
    assign l_violet_on = ((x >= 182) && (x < 273)  &&  (y >= 412) && (y < 480));
    assign l_gray_on   = ((x >= 273) && (x < 364)  &&  (y >= 412) && (y < 480));
    assign l_aqua_on   = ((x >= 364) && (x < 455)  &&  (y >= 412) && (y < 480));
    assign l_black2_on = ((x >= 455) && (x < 546)  &&  (y >= 412) && (y < 480));
    assign l_white_on  = ((x >= 546) && (x < 640)  &&  (y >= 412) && (y < 480));
    always @*
        if(~video_on)
            rgb = BLACK;
        else
            if(u_white_on)
                rgb = WHITE;
            else if(u_yellow_on)
                rgb = YELLOW;
            else if(u_aqua_on)
                rgb = AQUA;
            else if(u_green_on)
                rgb = GREEN;
            else if(u_violet_on)
                rgb = VIOLET;
            else if(u_red_on)
                rgb = RED;
            else if(u_blue_on)
                rgb = BLUE;
            else if(l_blue_on)
                rgb = BLUE;
            else if(l_black1_on)
                rgb = BLACK;
            else if(l_violet_on)
                rgb = VIOLET;
            else if(l_gray_on)
                rgb = GRAY;
            else if(l_aqua_on)
                rgb = AQUA;
            else if(l_black2_on)
                rgb = BLACK;
            else if(l_white_on)
                rgb = WHITE;
endmodule
`timescale 1ns / 1ps
module top(CLOCK_50,rgb,vsync,hsync, TRIG, ECHO, LED);
	input 		 CLOCK_50;
	output [11:0] rgb;
	output hsync,vsync;
	output 		 TRIG;
	input		 ECHO;   
	output [7:0] 	 LED;
	wire start, new_measure, timeout;
	wire [20:0] distance_raw;
	reg [24:0] counter_ping;
	localparam CLK_MHZ = 50;	  
	localparam PERIOD_PING_MS = 60;   
	localparam COUNTER_MAX_PING = CLK_MHZ * PERIOD_PING_MS * 1000;
	localparam D = 2900;
	ultrasonic #(	.CLK_MHZ(50), 
			.TRIGGER_PULSE_US(12), 
			.TIMEOUT_MS(3)
					) U1
						(	.clk(CLOCK_50),
							.trigger(TRIG),
							.echo(ECHO),
							.start(start),
							.new_measure(new_measure),
							.timeout(timeout),
							.distance_raw(distance_raw)
						);
	reg reset;
	initial reset=0;
	vga_top vgau(
    .clk_50(CLOCK_50),        
    .reset(reset),             
    .hsync(hsync),            
    .vsync(vsync),            
    .rgb(rgb)        
    );
	reg [31:0] timer = 0;
    localparam integer TEN_SECONDS = 32'd500000000;  
    always @(posedge CLOCK_50) begin
        if (distance_raw < 50 * D) begin
            if (timer < TEN_SECONDS)
                timer <= timer + 1;
            else
                reset <= 1;
        end else begin
            timer <= 0;
            reset <= 0;
        end
    end    
	assign LED[6] = (distance_raw > 40*D);  
	assign LED[5] = (distance_raw > 30*D);
	assign LED[4] = (distance_raw > 25*D);
	assign LED[3] = (distance_raw > 20*D);
	assign LED[2] = (distance_raw > 15*D);
	assign LED[1] = (distance_raw > 10*D);
	assign LED[0] = (distance_raw >  5*D);  
	assign LED[7] = timeout;	 
	assign start = (counter_ping == COUNTER_MAX_PING - 1);
	always @(posedge CLOCK_50) begin
		if (counter_ping == COUNTER_MAX_PING - 1)
			counter_ping <= 25'd0;
		else begin	
			counter_ping <= counter_ping + 25'd1;
		end
	end
endmodule
`timescale 1ns / 1ps
module ultrasonic(clk, start, trigger, echo, distance_raw, new_measure, timeout);
	input clk, start, echo;
	output trigger, new_measure, timeout;
	output reg [20:0] distance_raw;
	parameter 	CLK_MHZ = 50,			 
			TRIGGER_PULSE_US = 12,  	 
			TIMEOUT_MS = 25;		 
	localparam	COUNT_TRIGGER_PULSE = CLK_MHZ * TRIGGER_PULSE_US;
	localparam  	COUNT_TIMEOUT = CLK_MHZ * TIMEOUT_MS * 1000;
	reg [20:0] counter;
	reg[2:0]  state, state_next;
	localparam 	IDLE 		= 0,
			TRIG 		= 1,
			WAIT_ECHO_UP 	= 2,
			MEASUREMENT 	= 3,
			MEASURE_OK 	= 4;
	always @(posedge clk) state <= state_next;
	wire measurement;
	assign measurement = (state == MEASUREMENT);
	assign new_measure = (state == MEASURE_OK);
	wire counter_timeout;
	assign counter_timeout = (counter >= COUNT_TIMEOUT);
	assign timeout = new_measure && counter_timeout;
	assign trigger = (state == TRIG);
	wire enable_counter;
	assign enable_counter = trigger || echo;	
	always @(posedge clk) begin
		if (enable_counter)
			counter <=  counter + 21'b1;
		else
			counter <= 21'b0;  
	end	
	always @(posedge clk) begin
		if (enable_counter && measurement)
			distance_raw <= counter;
	end
	always @(*) begin
		state_next <= state;  
		case (state)
			IDLE: begin  
				if (start) state_next <= TRIG;
			end
			TRIG: begin  
				if (counter >= COUNT_TRIGGER_PULSE) state_next <= WAIT_ECHO_UP;
			end
			WAIT_ECHO_UP: begin
				if (echo) state_next <= MEASUREMENT;
			end
			MEASUREMENT: begin  
				if (counter_timeout || (~echo)) state_next <= MEASURE_OK;
			end
			MEASURE_OK: begin
				state_next <= IDLE;			
			end
			default: begin
				state_next <= IDLE;
			end	
		endcase
	end
endmodule
`timescale 1ns / 1ps
module vga(
    input clk_50,    
    input reset,         
    output video_on,     
    output hsync,        
    output vsync,        
    output p_tick,       
    output [9:0] x,      
    output [9:0] y       
    );
    parameter HD = 640;              
    parameter HF = 48;               
    parameter HB = 16;               
    parameter HR = 96;               
    parameter HMAX = HD+HF+HB+HR-1;  
    parameter VD = 480;              
    parameter VF = 10;               
    parameter VB = 33;               
    parameter VR = 2;                
    parameter VMAX = VD+VF+VB+VR-1;  
    reg clk_25;
	 always@(posedge clk_50)
    begin
    if(reset)
        clk_25<=1'b0;
    else
        clk_25=~clk_25;  
    end
    reg [9:0] h_count_reg, h_count_next;
    reg [9:0] v_count_reg, v_count_next;
    reg v_sync_reg, h_sync_reg;
    wire v_sync_next, h_sync_next;
    always @(posedge clk_50 or posedge reset)
        if(reset) begin
            v_count_reg <= 0;
            h_count_reg <= 0;
            v_sync_reg  <= 1'b0;
            h_sync_reg  <= 1'b0;
        end
        else begin
            v_count_reg <= v_count_next;
            h_count_reg <= h_count_next;
            v_sync_reg  <= v_sync_next;
            h_sync_reg  <= h_sync_next;
        end
    always @(posedge clk_25 or posedge reset)       
        if(reset)
            h_count_next = 0;
        else
            if(h_count_reg == HMAX)                  
                h_count_next = 0;
            else
                h_count_next = h_count_reg + 1;         
    always @(posedge clk_25 or posedge reset)
        if(reset)
            v_count_next = 0;
        else
            if(h_count_reg == HMAX)                  
                if((v_count_reg == VMAX))            
                    v_count_next = 0;
                else
                    v_count_next = v_count_reg + 1;
    assign h_sync_next = ~(h_count_reg >= (HD+HB) && h_count_reg <= (HD+HB+HR-1));
    assign v_sync_next = ~(v_count_reg >= (VD+VB) && v_count_reg <= (VD+VB+VR-1));
    assign video_on = (h_count_reg < HD) && (v_count_reg < VD);  
    assign hsync  = h_sync_reg;
    assign vsync  = v_sync_reg;
    assign x      = h_count_reg;
    assign y      = v_count_reg;
    assign p_tick = clk_25;
endmodule
`timescale 1ns / 1ps
`timescale 1ns / 1ps
module vga_top(
    input clk_50,        
    input reset,             
    output hsync,            
    output vsync,            
    output [11:0] rgb        
    );
    wire w_video_on, w_p_tick;
    wire [9:0] w_x, w_y;
    reg [11:0] rgb_reg;
    wire [11:0] rgb_next;
    vga vc(.clk_50(clk_50), .reset(reset), .video_on(w_video_on), 
                      .hsync(hsync), .vsync(vsync), .p_tick(w_p_tick), .x(w_x), .y(w_y));
    pixel_generation pg(.video_on(w_video_on), .x(w_x), .y(w_y), .rgb(rgb_next));
    always @(posedge clk_50)
        if(w_p_tick)
            rgb_reg <= rgb_next;
    assign rgb = rgb_reg;
endmodule
File: run.sh
#!/bin/bash
# OpenROAD 26Q1-2900-gdf79404cd8, Yosys 0.63+post, stock flow scripts
make -C /OpenROAD-flow-scripts/flow DESIGN_CONFIG=/design/flow/config.mk WORK_HOME=/design/flow/orfs finish
==> deck_impl_summary.md <==
Synthesis and Place & Route Summary

Clock network
  • Post-cts sizing count: 0
  • Clock tree from TritonCTS: built
  • Cell chosen for the clock root: clkbuf_16
  • Clock network latency to the later pin of the worst-skew pair: around 0.42 ns
  • CTS Buf Count: 17
  • Clock-pin slew reported for the worst setup and hold paths after clock tree synthesis: approximately 0.060 ns
  • Maximum number of buffers from clock root to sink: 2
  • Post-CTS setup buffer count: 0
  • Maximum level of the CTS H-tree: 4
  • Number of buffers added to fix hold violations after cts: 0

Finish
  • Registers with the highest flip-flop counts: timer (32), counter_ping (25)
  • Largest register by flop count: timer
  • Layout-stage area growth over the synthesis result: 14.50%
  • FILL cells: 2,373
  • Post-route cell area: between 8000 and 9000 um^2
  • Fraction of layout instances using a drive strength above 1: about 6.4%
  • Post-Route Utilization: a little over a third
  • Largest register FFs: 32

Pwr
  • Leakage dissipation: about 3 nW
  • Net switching power of the design: approximately 0.55 mW
  • Share of total power in the clock network: roughly half
  • Proportion of total power due to net switching: about a fifth
  • Cell internal power dissipation: 2.083 mW
  • Worst IR drop on VDD: 176.2 uV
  • Combinational power share: less than 1%
  • Power share of the sequential group: about half
  • Ratio of total power to cell area: about 320 nW/um^2
  • Total power: between 2 and 3 mW

Yosys
  • Most common reg cell: dfxtp_1
  • Count of library flops with an enable pin: 30
  • Total cells reported by yosys after synthesis: between 700 and 800
  • Number of instances in the synthesized netlist: 756
  • Post-synthesis cell area: just over 7000 um^2
  • Cell taking the most area after synthesis: dfxtp_1
  • Post-synth regs: roughly 160
  • Synth unique cells: roughly 66
  • Largest cells by area after synthesis: dfxtp_1 (22%), dfrtp_1 (15%), edfxtp_1 (13%), nor2_1 (4.4%), xor2_1 (4.0%)
  • Synth Warn #: 5
  • Synthesized chip area reported by yosys: 7207 um^2
  • Async SR Flop Fraction: about a quarter
  • Post-synth top area share: between 20% and 30%
  • Syn avg cell area: 9.533 um^2

Final timing
  • Setup TNS: 0 ns
  • RSZ-0062 raised after global routing: no
  • Worst-Margin Slew: between 0.6 and 0.7 ns
  • Final critical path time including I/O delays and setup: 3.819 ns
  • Number of unconstrained endpoints: 46
  • Final tally of max-slew violations: 0
  • Maximum clock rate: 0.2619 GHz
  • Worst Skew: 0.01205 ns
  • Portion of the clock cycle consumed by the worst path in the final layout: 88.80%
  • Tightest slew margin relative to the limit: about 54%
  • Final setup vio count: 0
  • Fin. Hold Viols: 0
  • Register pins left without a clock: 26

Place
  • HPWL after detailed placement: around 9 mm
  • Global placer's final weighted congestion: between 0.8 and 0.9
  • Number of port buffers: 24
  • Placed cell area: between 7000 and 8000 um^2

Worst setup path
  • Beginning of the critical path: U1.distance_raw[20]
  • Number of cells on the critical path: 6
  • Category of the most critical setup path: flop to output pin
  • Launching point of the worst reg2reg path: counter_ping[7]
  • Largest delay share family, worst path: simple AND/OR/NAND/NOR gates
  • End point of the critical path: LED[4]
  • Crit Path Max Fanout: 4
  • R2R setup slack: roughly 1.7 ns
  • Max stage delay on crit path: between 0.4 and 0.5 ns
  • WP data arrival: 2.96 ns
  • Slowest cell on the critical path: clkdlybuf4s50_1
  • Worst path cell trace: or3_1 > or2_2 > or3_1 > nor4b_1 > a31oi_1 > clkdlybuf4s50_1
  • Crit path buf inv count: 1
  • Capturing element type of the critical path: output pin
  • Top cell by count, worst path: or3_1
  • Worst Reg2Reg Path Length in Cells: 6
  • Kind of launch point of the worst setup path: flop
  • Critical path required time: 3.44 ns
  • Worst reg2reg path endpoint: U1.state[1]

Floorplanning
  • Floorplan core area: between 20,000 and 25,000 um^2
  • Area of the chip: between 20,000 and 25,000 um^2
  • Floorplan-stage core utilization: between 30% and 40%
  • Width of the die: between 150 and 200 um
  • Die height: between 150 and 200 um
  • I/O pin count: 25
  • Standard-cell rows: 56

Routing
  • Initial detailed-routing violation count: between 200 and 300
  • Antenna-violating nets left: 0
  • Routed length on met2: between 5 and 6 mm
  • First-pass iteration count of the detailed router: 4
  • Via-to-Cell Ratio: 4.811
  • Drt drc: 0
  • Routed wire length: roughly 13 mm
  • Met1 wire length: 6.826 mm
  • DR vias: 5,292
  • Inserted Diodes: 0
  • Highest signal layer in the routed design: met4
  • Drt wl/cell: around 12 um
  • Sum of met3 wire segment lengths after detailed routing: 511 um

Worst hold path
  • Class of the worst hold path: flop to async pin

Global route
  • Initial antenna violation count: 0
  • Pin count of the biggest net entering global routing: around 43
  • Total GRT Usage: a little under an eighth
  • Wire length of the first global-routing pass: 22.71 mm
  • Number of global-route vias before repair: a little under 5,000
  • GRT overflow: 0

Run
  • Max-capacitance violation count: 0
  • Number of warnings in the stage logs: 34

Run status
  • Run status: completed
==> per-layer routing <==
| layer | vias to the layer above | global-route usage, % |
|---|---|---|
| met5 | - | 0 |
| met1 | 2461 | 17.90 |
| met4 | 0 | 1.541 |
| met2 | 98 | 17.31 |
| li1 | 2720 | - |
| met3 | 13 | 2.355 |
==> worst reg2reg max path, stage by stage (launching register included) <==
cell and delay, ns:
dfxtp_1 0.43, nand4bb_1 0.12, or4_1 0.48, and4b_1 0.63, mux2i_1 0.15, a21o_1 0.20
a21oi_1 0.28
==> cell usage in the layout, fill, tap and decap left out, types with 4 or more instances in the layout <==
cell type / instances
o2111ai_1: 5
a21oi_1: 35
or3_1: 16
xnor2_1: 30
buf_4: 7
o21a_1: 4
or4_1: 10
nand2b_1: 6
conb_1: 6
o31ai_1: 8
nor3_1: 28
clkinvlp_4: 5
nand2_1: 63
xor2_1: 33
nor2_1: 84
dfrtp_1: 42
clkdlybuf4s50_1: 24
and4_1: 5
o31a_1: 4
a211oi_1: 4
nor2b_1: 8
clkbuf_16: 17
nand3_1: 32
dfxtp_1: 80
inv_1: 17
and3_1: 10
a31oi_1: 4
edfxtp_1: 30
o21ai_0: 34
ha_1: 12
and2_1: 8
nor4_1: 12
o211ai_1: 11
dlxtn_1: 6
nand4_1: 20
==> power by group through the flow <==
| stage | Clock [mW] | Sequential [mW] | Combinational (mW) |
|---|---|---|---|
| after CTS | 1.38 | 1.27 | 0.0101 |
| after global routing | 1.44 | 1.27 | 0.0114 |
| final | 1.34 | 1.27 | 0.00983 |
==> worst min path at each step <==
stage / start / slack (ns) / endpoint / cells after the start
6_report: reset / 0.35 / vgau.vc.h_sync_reg / 2
5_1_grt: reset / 0.42 / vgau.vc.h_sync_reg / 2
4_1_cts: reset / 0.38 / vgau.vc.h_sync_reg / 2
==> stage by stage <==
stage	hold WS [ns]	setup WS (ns)	cells
after detailed placement	0.3678	0.9250	1068
after global routing	0.4234	0.3486	1100
final	0.3515	0.4815	1100
after floorplan	0.4064	1.645	761
after CTS	0.3775	0.4521	1100
after global placement	0.3677	0.8981	1068
==> cell type report <==
cell class	instances	area (um^2)	area share, %
Sequential cell	158	3643	44.15
Multi-Input combinational cell	543	3299	39.98
Clock buffer	20	446.7	5.413
Tap cell	319	399.1	4.837
Timing Repair Buffer	31	292.8	3.548
Clock inverter	12	106.4	1.289
Inverter	17	63.81	0.7733
==> cells by family after synthesis <==
group | share of synthesized area [%]
AND-OR/OR-AND | 11.86
XOR/XNOR | 7.656
adder cells (fa/ha/maj) | 2.083
buffers and inverters | 3.924
flip-flops | 49.31
latches | 1.250
multiplexers | 0.4167
other | 0.05203
AND/OR/NAND/NOR | 23.45
==> Yosys cell counts, types with 10 or more instances <==
| library cell | count |
|---|---|
| nor4_1 | 12 |
| clkbuf_1 | 32 |
| o21ai_0 | 35 |
| ha_1 | 12 |
| nand3_1 | 32 |
| or3_1 | 16 |
| o211ai_1 | 11 |
| dfxtp_1 | 80 |
| edfxtp_1 | 30 |
| xor2_1 | 33 |
| xnor2_1 | 30 |
| nor3_1 | 28 |
| or4_1 | 10 |
| a21oi_1 | 35 |
| and3_1 | 10 |
| nand2_1 | 63 |
| dfrtp_1 | 42 |
| nand4_1 | 20 |
| inv_1 | 17 |
| nor2_1 | 84 |
Power and IR drop assume default switching activity.
